`design/flow/config.mk`:
```
export PLATFORM = sky130hd
export DESIGN_NAME = register_file
export DESIGN_NICKNAME = register_file
export VERILOG_FILES = /design/flow/design.v
export SDC_FILE = /design/flow/constraint.sdc
export NUM_CORES = 4
export LEC_CHECK = 1
export CORE_UTILIZATION = 40
export SYNTH_HDL_FRONTEND = slang
```
`design/flow/constraint.sdc`:
```
current_design register_file

set clk_period 5.6
set clk_io_pct 0.2

create_clock -name clk0 -period $clk_period [get_ports {clk_i}]

set non_clock_inputs [all_inputs -no_clocks]
set_input_delay [expr $clk_period * $clk_io_pct] -clock clk0 $non_clock_inputs
set_output_delay [expr $clk_period * $clk_io_pct] -clock clk0 [all_outputs]
```
`design/flow/design.v`:
```
module register_file #(
    parameter int REG_COUNT     = 32,   
    parameter int DATA_WIDTH    = 32,   
    parameter bit ZERO_PROTECT  = 1     
) (
    input  logic                        clk_i,         
    input  logic                        rst_i,         
    input  logic                        write_en_i,    
    input  logic                        read_en_i,     
    input  logic [$clog2(REG_COUNT)-1:0] read_addr1_i,  
    input  logic [$clog2(REG_COUNT)-1:0] read_addr2_i,  
    input  logic [$clog2(REG_COUNT)-1:0] write_addr_i,  
    input  logic [DATA_WIDTH-1:0]        write_data_i,  
    output logic [DATA_WIDTH-1:0]        read_data1_o,  
    output logic [DATA_WIDTH-1:0]        read_data2_o   
);
    logic [DATA_WIDTH-1:0] reg_file [0:REG_COUNT-1];
    always_ff @(posedge clk_i or posedge rst_i) begin
        if (rst_i) begin
            for (int i = 0; i < REG_COUNT; i++) begin
                reg_file[i] <= '0;
            end
        end 
        else if (write_en_i) begin
            if (!(ZERO_PROTECT && (write_addr_i == '0))) begin
                reg_file[write_addr_i] <= write_data_i;
            end
        end
    end
    always_comb begin
        if (read_en_i) begin
            read_data1_o = reg_file[read_addr1_i];
            read_data2_o = reg_file[read_addr2_i];
        end else begin
            read_data1_o = '0;
            read_data2_o = '0;
        end
    end
endmodule
```
`design/flow/run.sh`:
```
#!/bin/bash
# OpenROAD 26Q1-2900-gdf79404cd8, Yosys 0.63+post, stock flow scripts
make -C /OpenROAD-flow-scripts/flow DESIGN_CONFIG=/design/flow/config.mk WORK_HOME=/design/flow/orfs finish
```
==> notes.md <==
impl run done, here's what came out: status finished, final reports clean, Die X approximately 370 um, Clock Latency Late Sink approximately 0.72 ns, Registers, synthesis 1024, register share after synthesis 47.2%, wire per inst around 32 um, largest net degree at the start of global routing approximately 120, FP Core Util 40.5%, chip area in the Yosys report 54300 sq um, Avg Synthesized Cell Area about 15 sq um, ANT nets after route 0, Bufs and invs on worst path 3, H-tree depth 3, CP Data Arrival Time ~3.9 ns, Routed met2 length around 80000 um, YS warnings 0, Worst Tran Pin Value 0.953 ns, final wirelength about 170000 um, Slew Limit Fails 0, Post-synth EDFFs 0, DP Area 58000 sq um, highest metal used met5, Slowest cell on crit path clkdlybuf4s50_1, # port buffers about 110, clock tree buffer depth 3, cts hold-fix bufs 0, Setup-failing EPs final 0, RePlAce Congestion roughly 0.87, max reg flops 1024, f_max between 0.15 and 0.2 GHz, mapped cell area 54300 sq um, hpwl dp 107000 um, Via density 6.23, CTS tree yes, # rows 134, number of CTS-inserted buffers 111, cell total in the yosys stat output 3542, main flop type dfrtp_1, period utilisation layout between 80% and 90%, Die Height 371 um, DRT iter0 DRCs roughly 2100, area delta synth->final 13.8%, vias in the first global route 35600, clk slew on worst S/H paths roughly 0.060 ns, Power Density ~350 nW/um^2, hold slack approximately 0.39 ns, cts repair resizes 0, largest reg by FF count reg_file, RSZ-0062 raised after global routing no, final clock skew 0 ns, grt ovf 0, M1 WL ~69000 um, crit-path max FO 34, crit start category input pin, Largest regs reg_file x1024, relative slew slack a little over a third, endpoint class of the critical path output port, Final Hold Fails 0, slowest stage delay, CP about 0.6 ns, All-Layer GR Usage a little over a quarter, cell family with most CP delay buffers and inverters, critical-path cell list buf_6, nor2b_4, buf_4, a221oi_1, o21ai_0, a31oi_1, clkdlybuf4s50_1, post-route cell area between 60000 and 70000 sq um, total core area around 130000 sq um, first-pass GRT wire length approximately 260000 um, DRT Pass-1 Iters 6, WS Path Type input pin to output port, clock root buffer clkbuf_16, Critical Path RT 4.48 ns, initial antenna violation count 6, Log Warnings 36, Cells after Synth ~3500, min Tclk post-route roughly 5 ns, ys async rst share 100%, peak supply drop 0.311 mV, HP Class register to register, Setup Buffers After CTS 0, drt drc 0, Synth cell types 36, Fillers around 12000, Clock Sinks just over 1000, share of layout cells above drive strength 1 55.0%, IO Pins between 100 and 150, DR WL met3 19100 um, total die size 137000 sq um, Pleak about 26 nW, MaxCap Viol Count 0, DR vias about 34000
[power breakdown]
group          total (mW)  internal [mW]  leakage (nW)  switching [mW]
logic                4.36           2.66          11.3            1.70
registers            9.76           8.79          13.1           0.972
clock network        7.68           4.56          1.90            3.12
total                21.8           16.0          26.3            5.79
[per-layer routing]
metal | global-route usage, % | vias to the layer above
li1 | - | 13900
met1 | 39.2 | 18200
met2 | 39.8 | 1413
met3 | 12.3 | 259
met4 | 6.74 | 10
met5 | 0.140 | -
[cell usage in the layout, fill, tap and decap left out, drive strengths merged, types with 2 or more instances in the layout]
master and n:
diode 7, or2 3, and2 2, clkbuf 170, o21ai 48, nor2b 4
nor3b 4, o2111ai 16, nor2 23, dfrtp 1024, nand2 48, buf 214
inv 5, a221oi 48, clkinvlp 2, mux2 1120, a31oi 64, nand3 2
nand3b 4, nand2b 2, mux4 448, a22oi 64, bufinv 9, clkinv 23
mux2i 128, clkdlybuf4s50 103, o221ai 64
[synthesized netlist by cell type, drive strengths merged, types with 4 or more instances]
cell | n | area [sq um]
nor2 | 23 | 116
nand3b | 4 | 30.0
buf | 216 | 1220
nor2b | 4 | 25.0
o2111ai | 16 | 140
a221oi | 48 | 420
nand2 | 48 | 180
mux2i | 128 | 1280
o21ai | 48 | 240
mux2 | 1120 | 12600
dfrtp | 1024 | 25600
a31oi | 64 | 400
clkbuf | 203 | 767
a22oi | 64 | 480
nor3b | 4 | 30.0
o221ai | 64 | 579
mux4 | 448 | 10100
[final timing paths]
path                            startpoint              end  slack, ns  cells past startpoint
setup / recovery           read_addr2_i[0]  read_data2_o[8]       0.57                      7
hold / removal               reg_file[993]    reg_file[993]       0.39                      0
setup reg to reg             reg_file[745]    reg_file[745]       4.79                      1
hold reg to reg              reg_file[993]    reg_file[993]       0.39                      0
max in group asynchronous            rst_i    reg_file[181]       3.40                      4
min in group asynchronous            rst_i      reg_file[4]       0.78                      2
[kinds of logic (layout without fill, tap and decap cells)]
| family | Yosys count | in the layout | share of synthesized area (%) |
|---|---|---|---|
| AND-OR/OR-AND | 304 | 304 | 4.16 |
| buffers and inverters | 422 | 526 | 3.69 |
| flip-flops | 1024 | 1024 | 47.2 |
| multiplexers | 1696 | 1696 | 44.1 |
| other | 0 | 7 | 0 |
| AND/OR/NAND/NOR | 96 | 96 | 0.854 |
[layout make-up]
| cell class | instances | area, sq um | area share [%] |
|---|---|---|---|
| Antenna cell | 7 | 17.5 | 0.0283 |
| Clock buffer | 170 | 3390 | 5.49 |
| Clock inverter | 36 | 430 | 0.696 |
| Inverter | 3 | 20.0 | 0.0324 |
| Multi-Input combinational cell | 2096 | 26900 | 43.5 |
| Sequential cell | 1024 | 25600 | 41.4 |
| Tap cell | 1768 | 2210 | 3.58 |
| Timing Repair Buffer | 317 | 3240 | 5.24 |
[per-stage QoR]
| step | util (%) | setup slack (ns) | setup TNS (ns) | instances | power, mW |
|---|---|---|---|---|---|
| floorplan | - | -9.63 | -9865.15 | 3542 | 12.9 |
| global placement | 43.3 | 0.555 | 0 | 5208 | 14.1 |
| detailed placement | 43.3 | 0.563 | 0 | 5208 | 14.2 |
| CTS | 46.1 | 0.547 | 0 | 5414 | 22.0 |
| global route | 46.1 | 0.434 | 0 | 5418 | 22.8 |
| finish | 46.1 | 0.566 | 0 | 5421 | 21.8 |
Power is estimated from default activity; no workload was simulated.
