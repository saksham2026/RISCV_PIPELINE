--- /design/flow/run.sh ---
#!/bin/bash
# OpenROAD 26Q1-2900-gdf79404cd8, Yosys 0.63+post, stock flow scripts
make -C /OpenROAD-flow-scripts/flow DESIGN_CONFIG=/design/flow/config.mk WORK_HOME=/design/flow/orfs finish
--- /design/flow/config.mk ---
export PLATFORM = sky130hd
export DESIGN_NAME = alu
export DESIGN_NICKNAME = alu
export VERILOG_FILES = /design/flow/design.v
export SDC_FILE = /design/flow/constraint.sdc
export NUM_CORES = 4
export LEC_CHECK = 1
export CORE_UTILIZATION = 50
export SYNTH_HDL_FRONTEND = slang
--- /design/flow/constraint.sdc ---
current_design alu

set clk_period 16.2
set clk_io_pct 0.2

create_clock -name clk0 -period $clk_period

set non_clock_inputs [all_inputs -no_clocks]
set_input_delay [expr $clk_period * $clk_io_pct] -clock clk0 $non_clock_inputs
set_output_delay [expr $clk_period * $clk_io_pct] -clock clk0 [all_outputs]
--- /design/flow/design.v ---
module alu (
  input  logic [4:0]  sel,      
  input  logic [31:0] data1,    
  input  logic [31:0] data2,    
  output logic [31:0] result    
);
  always_comb begin
    unique case (sel)
      5'd0: result = $signed(data1) + $signed(data2);   
      5'd1: result = $signed(data1) - $signed(data2);   
      5'd2: result = data1 & data2;                     
      5'd3: result = data1 | data2;                     
      5'd4: result = data1 ^ data2;                     
      5'd5: result = data1 << 1;                        
      5'd6: result = data1 >> 1;                        
      5'd7: result = $signed(data1) >>> 1;              
      5'd8: result = (data1 > data2) ? 32'd1 : 32'd0;   
      5'd9: result = (data2 > data1) ? 32'd1 : 32'd0;   
      default: result = 32'd0;                          
    endcase
  end
endmodule
==> results.rst <==
Run summary
-----------

.. list-table::
   :header-rows: 1

   * - Metric
     - Value
   * - 1st-pass router iterations
     - 5
   * - Critical path's top delay family
     - AND-OR/OR-AND gates
   * - CP startpoint
     - data1[0]
   * - Core outline area
     - 11700 µm²
   * - Antenna Cells
     - 0
   * - Category of the worst setup path capture point
     - output port
   * - Initial core utilization
     - 0.523
   * - Leakage
     - 3.13 nW
   * - Worst path max stage delay
     - 520 ps
   * - Number of filler cells placed in the layout
     - 1084
   * - Synthesis area per yosys
     - 6100 µm²
   * - Commonest non-fill, non-tap cells in the layout
     - sky130_fd_sc_hd__ha_1, sky130_fd_sc_hd__a21oi_1, sky130_fd_sc_hd__clkdlybuf4s50_1
   * - Final Instance Count excl. Fillers
     - 1087
   * - Number of max-slew violations in the final report
     - 0
   * - Final-report hold violation count
     - 0
   * - Buffer and inverter count on the worst path
     - 3
   * - Die height
     - 112 µm
   * - Final setup violation count
     - 0
   * - Arithmetic-cell share of the synthesized area counting full adders, half adders and majority gates
     - 0.271
   * - Routability congestion estimate from global placement
     - 0.978
   * - Most frequent cell on the critical path
     - sky130_fd_sc_hd__clkdlybuf4s50_1
   * - Number of antenna violations at the first check in global routing
     - 0
   * - Number of gates resized after CTS
     - 0
   * - Share of synthesized cell area in and-or and or-and compound cells
     - 0.359
   * - Total setup buffers inserted after CTS
     - 0
   * - I/O pin count
     - 101
   * - Drt total wl
     - 19.6 mm
   * - Horiz. Die Dim
     - 112 µm
   * - Outcome
     - finished clean
   * - Combinational share of power
     - 1.000
   * - CP startpoint kind
     - input port
   * - Drt drc
     - 0
   * - Clkbuf count
     - 0
   * - Dpl hpwl
     - 15.2 mm
   * - Transition at the pin with the smallest max-transition slack
     - 808 ps
   * - GRT Residual Overflow
     - 0
   * - Number of placed cells counting well taps
     - 1087
   * - Switching power as a share of total power
     - 0.575
   * - Slew headroom
     - 0.460
   * - Final Critical Period
     - 10460 ps
   * - Clock share of power
     - 0
   * - Number of hold-repair buffers added at the cts stage
     - 0
   * - Sequential standard cell area
     - 0 µm²
   * - # Cells Yosys
     - 892
   * - Kind of critical path
     - input port to output port
   * - Pin count of the biggest net entering global routing
     - 75
   * - Vias after detailed routing
     - 6673
   * - Warning total across the stage logs
     - 130
   * - Cells along the critical path
     - clkdlybuf4s50_1 -> ha_1 -> inv_1 -> fa_1 -> and2b_1 -> o2111ai_1 -> and4_4 -> nor2_2 -> a31oi_1 -> o311a_1 -> o211a_1 -> a2111o_1 -> nand2_1 -> clkdlybuf4s50_1
   * - Vias per std cell
     - 6.14
   * - Internal Pwr Total
     - 0.0944 mW
   * - Peak supply drop
     - 0.0163 mV
   * - Most frequent standard cell in the layout excluding fill and tap cells
     - sky130_fd_sc_hd__ha_1
   * - Yosys cell types
     - 84
   * - Unrepaired setup endpoints after global routing
     - no
   * - Area fraction in mux cells
     - 0.0464
   * - Total global-route track usage
     - 0.314
   * - Post-Synth XOR/XNOR Area
     - 0.0402
   * - Sequential cell count
     - 0
   * - Mapped Cells
     - 892
   * - Fin crit share
     - 0.646
   * - Switch Pwr
     - 0.128 mW
   * - Max Clock Freq
     - 0.0956 GHz
   * - Growth of design area from synthesis to finish
     - 15.4%
   * - Top logic family
     - AND-OR/OR-AND gates
   * - Share of post-route cells with drive strength above 1
     - 0.0424
   * - Max-cap violation count
     - 0
   * - Slowest CP cell
     - sky130_fd_sc_hd__clkdlybuf4s50_1
   * - Total negative slack
     - 0 ps
   * - Seq/Total Area, Yosys
     - 0
   * - Full die area
     - 12600 µm²
   * - Signal arrival time at the worst endpoint
     - 7220 ps
   * - Simple-Gate Fraction of Synth Area
     - 0.172
   * - Count of standard-cell rows
     - 39
   * - IO buf count
     - 101
   * - Routed len/inst
     - 18.0 µm
   * - Required time worst endpoint
     - 12960 ps
   * - Fraction of power consumed by sequential logic
     - 0
   * - Global-route wire length before repair
     - 31.9 mm
   * - Number of warnings reported in the yosys synthesis log
     - 0
   * - Avg Inst Size Synth
     - 6.84 µm²
   * - Endpoint of the worst setup timing path
     - result[30]
   * - Starting DRT DRC Count
     - 483
   * - Max Fanout on Critical Path
     - 4
   * - Type of the most critical hold path
     - input port to output port
   * - Crit. path cell count
     - 14
   * - Combinational Area
     - 5420 µm²
   * - Cell area after technology mapping
     - 6100 µm²
   * - Count of nets left with antenna violations after detail routing
     - 0
   * - Util after Layout
     - 0.604
   * - Via count of the first global-routing pass
     - 6058
   * - Power density of the placed cells
     - 31.5 nW/µm²
## kinds of logic after synthesis
| group | after synthesis |
|---|---|
| buffers and inverters | 155 |
| muxes | 28 |
| adders and majority gates | 131 |
| xor gates and xnor gates | 28 |
| and+or+nand+nor | 214 |
| AOI/OAI and AO/OA | 336 |
## how the worst min path moves through the flow
stage                 startpoint    endpoint  cells after the start
after CTS                 sel[0]  result[25]                      4
after global routing      sel[0]  result[25]                      4
final                     sel[0]  result[25]                      4
## tightest hold or removal path, stage by stage
cell                              delay [ps]
sky130_fd_sc_hd__buf_4                   340
sky130_fd_sc_hd__a31oi_1                 230
sky130_fd_sc_hd__nand2_1                  80
sky130_fd_sc_hd__clkdlybuf4s50_1         400
## power groups by stage
stage / combinational, mW / clock [mW] / sequential [mW]
CTS: 0.219 / 0 / 0
global route: 0.245 / 0 / 0
finish: 0.222 / 0 / 0
## synthesized netlist by cell type, types with 3 or more instances
master                     count  area [µm²]
sky130_fd_sc_hd__nand2_1      61         229
sky130_fd_sc_hd__nand3_1      13        65.1
sky130_fd_sc_hd__o31ai_2       3        37.5
sky130_fd_sc_hd__o21ai_1       7        35.0
sky130_fd_sc_hd__and3_1        6        37.5
sky130_fd_sc_hd__buf_1         6        22.5
sky130_fd_sc_hd__nor4_1        4        25.0
sky130_fd_sc_hd__or3_1         7        43.8
sky130_fd_sc_hd__nand2b_1      6        37.5
sky130_fd_sc_hd__o21bai_1     18         135
sky130_fd_sc_hd__buf_2         8        40.0
sky130_fd_sc_hd__mux2i_1      26         260
sky130_fd_sc_hd__o21ai_0      67         335
sky130_fd_sc_hd__nor3_1       20         100
sky130_fd_sc_hd__nor3b_1       3        22.5
sky130_fd_sc_hd__nor2_1       60         225
sky130_fd_sc_hd__nor2b_1      13        81.3
sky130_fd_sc_hd__or2_2         3        18.8
sky130_fd_sc_hd__ha_1        129        1610
sky130_fd_sc_hd__o22ai_1      21         131
sky130_fd_sc_hd__a211oi_1     19         143
sky130_fd_sc_hd__o21a_1        8        60.1
sky130_fd_sc_hd__a21oi_1     104         521
sky130_fd_sc_hd__a31oi_1      10        62.6
sky130_fd_sc_hd__buf_4         7        52.6
sky130_fd_sc_hd__buf_6         7        78.8
sky130_fd_sc_hd__a311oi_1      3        26.3
sky130_fd_sc_hd__xor2_1        3        26.3
sky130_fd_sc_hd__xnor2_1      25         219
sky130_fd_sc_hd__o311ai_0      5        43.8
sky130_fd_sc_hd__a41oi_1       3        26.3
sky130_fd_sc_hd__inv_1        92         345
sky130_fd_sc_hd__inv_2         5        18.8
sky130_fd_sc_hd__clkbuf_1     28         105
sky130_fd_sc_hd__a221oi_1      7        61.3
sky130_fd_sc_hd__a22oi_1       6        45.0
sky130_fd_sc_hd__o31ai_1       9        67.6
sky130_fd_sc_hd__o211ai_1     10        75.1
## cell type report
type               instances  share of cell area
well taps                143              0.0254
inverters                 97              0.0517
repair buffers           110               0.153
multi-input cells        737               0.770
## metrics by stage
step | worst slack (ps) | hold WS [ps] | power (mW) | instance area, µm²
2_1_floorplan | 7290 | 6540 | 0.149 | 6100
3_3_place_gp | 5830 | 7560 | 0.217 | 7040
3_5_place_dp | 5800 | 7550 | 0.218 | 7040
4_1_cts | 5790 | 7550 | 0.219 | 7040
5_1_grt | 5400 | 7630 | 0.245 | 7040
6_report | 5740 | 7540 | 0.222 | 7040
## layer usage
layer	vias to the layer above	track usage	wire length, µm
li1	3289	-	-
met1	3026	0.490	9320
met2	337	0.476	8320
met3	21	0.0242	1650
met4	0	0.0507	300
met5	-	0	0
Power is estimated from default activity; no workload was simulated.
